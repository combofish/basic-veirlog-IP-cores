==> flow/design.v <==
`timescale 1ns / 1ps
module x7seg(
             input wire [15:0] x,
             input wire        clk,
             input wire        clr,
             output reg [3:0]  an,
             output reg [6:0]  a_to_g
             );
   wire [1:0]                  s;
   reg [3:0]                   digit;
   reg [19:0]                  clkdiv;
   assign s = clkdiv[19:18];
   always @(*)
     case (s)
       0:digit = x[3:0];
       1:digit = x[7:4];
       2:digit = x[11:8];
       3:digit = x[15:12];
       default:digit = x[3:0];    
     endcase 
   always @ (*) begin
      case (digit)
        0:a_to_g = 7'b1111110;
        1:a_to_g = 7'b0110000;
        2:a_to_g = 7'b1101101;
        3:a_to_g = 7'b1111001;
        4:a_to_g = 7'b0110011;
        5:a_to_g = 7'b1011011;
        6:a_to_g = 7'b1011111;
        7:a_to_g = 7'b1110000;
        8:a_to_g = 7'b1111111;
        9:a_to_g = 7'b1111011;
        'hA:a_to_g = 7'b1110111;
        'hB:a_to_g = 7'b0011111;
        'hC:a_to_g = 7'b1001110;
        'hD:a_to_g = 7'b0111101;
        'hE:a_to_g = 7'b1001111;
        'hF:a_to_g = 7'b1000111;
        default: a_to_g = 7'b1111110;
      endcase
   end
   always @ (*)
     begin
        an = 4'b0000;
        an[s] = 1;
     end
   always @ (posedge clk or posedge clr) begin
      if(clr == 1)
        clkdiv <= 0;
      else 
        clkdiv <= clkdiv + 1;
   end
endmodule
==> flow/run.sh <==
#!/bin/bash
# OpenROAD 26Q1-2900-gdf79404cd8, Yosys 0.63+post, stock flow scripts
make -C /OpenROAD-flow-scripts/flow DESIGN_CONFIG=/design/flow/config.mk WORK_HOME=/design/flow/orfs finish
==> flow/config.mk <==
export PLATFORM = sky130hd
export DESIGN_NAME = x7seg
export DESIGN_NICKNAME = x7seg
export VERILOG_FILES = /design/flow/design.v
export SDC_FILE = /design/flow/constraint.sdc
export NUM_CORES = 4
export LEC_CHECK = 1
export CORE_AREA = 10 10 101 101
export DIE_AREA = 0 0 111 111
==> flow/constraint.sdc <==
current_design x7seg

set clk_period 5.0
set clk_io_pct 0.2

create_clock -name clk0 -period $clk_period [get_ports {clk}]

set non_clock_inputs [all_inputs -no_clocks]
set_input_delay [expr $clk_period * $clk_io_pct] -clock clk0 $non_clock_inputs
set_output_delay [expr $clk_period * $clk_io_pct] -clock clk0 [all_outputs]
==> CHANGELOG.md <==
### Implementation results

* Max reg flops at 20
* First-pass GRT wire length at 4430 um
* DRT antenna net count at 0
* Simple-Gate Fraction of Synth Area at 0.167
* Initial DRT Pass Iterations at 3
* CP Max Fanout at 6
* Die Wd at 111 um
* R2R Path End: clkdiv[15]$_DFF_PP0_
* Final critical-path share of the clock period at 0.872
* WS Path Type: primary input to output pin
* Power density cells at 219 mW/mm^2
* Most frequent logic cell in the layout: clkdlybuf4s50_1
* Internal power at 297 uW
* Critical Path Source: x[8]
* Final global-route overflow total at 0
* Number of port buffers at 28
* Total negative slack at 0 ns
* CTS Buf Count at 3
* CP top delay family: multiplexers
* Chip area at 0.0123 mm^2
* DRT iter0 DRCs at 74
* Vias at 895
* Gate Count Post-Synth at 114
* Max Cap Viol at 0
* Post-CTS Setup Inserts at 0
* Pleak at 0.697 nW
* Worst hold path type: flip-flop to flip-flop
* Clk root buf: clkbuf_8
* Type of origin of the critical path: primary input
* Sequential share of power at 0.442
* Post-Syn Area per Cell at 10.7 um^2
* Setup violations, final at 0
* Status: finished, final reports clean
* Worst R2R Setup Slack at 3.35 ns
* Routed WL at 2630 um
* FMAX at 229 MHz
* Top cells excl fill/tap: clkdlybuf4s50_1, dfrtp_1, xnor2_1
* Xor/xnor share at 0.129
* CP Data Arrival Time at 3.36 ns
* Yosys Warn Count at 1
* CP Depth at 7
* Vias per inst at 3.62
* CP bufs+invs at 4
* Power Total at 366 uW
* Setup crit end kind: output pin
* RSZ-0062 raised after global routing: no
* # IOs at 29
* Synth flops at 20
* Cell resize tally after clock tree synthesis at 0
* Row count at 33
* Post-synth ARST share at 1.00
* Final Skew at 0.00651 ns
* P&R area growth vs syn at 37.0%
* Die H at 111 um
* Final Hold Fails at 0
* Hold Slack at 0.459 ns
* Biggest regs: clkdiv: 20 flops
* Max Transition Viols Final at 0
* Core Region at 0.00813 mm^2
* Post-Syn Area at 0.00122 mm^2
* Reg-to-reg startpoint: clkdiv[2]$_DFF_PP0_
* Clk pwr share at 0.435
* Peak supply drop at 200 uV
* WL per Instance at 10.6 um
* Share of cells above drive strength 1 at 0.0493
* TritonCTS clock tree: built
* Depth of the CTS H-tree at 1
* Top reg by flops: clkdiv
* CP peak stage delay at 0.63 ns
* Synth Area in Adders at 0.0819
* Largest net degree at the start of global routing at 21
* R2R cell count at 4
* AO/OA Area Share at 0.0532
* Psw at 69.3 uW
* CTS Sinks at 20
* Post-synth EDFFs at 0
* Clock transition at the registers of the reported paths at 0.07 ns
* Sw frac at 0.189
* FP Core Util at 0.150
* Hpwl dp at 2090 um
* Logic family by area: simple AND/OR/NAND/NOR gates
* Master of the slowest instance on the critical path: mux4_1
* CTS Buffer Depth at 2
* Actual slew at the worst max-slew pin at 0.771 ns
* Cell Type Count at 32
* Tool warnings at 31
* Rel. slew slack at 0.485
* Post-synthesis mux area share at 0.110
* Cell chain of the critical path: clkdlybuf4s50_1 -> mux4_1 -> ha_1 -> inv_1 -> mux4_2 -> inv_1 -> clkdlybuf4s50_1
* ANT cells at 0
* Synth Seq Share at 0.409
* Routability Congestion at 0.795
* CP Capture Point: a_to_g[3]
* Fill cell count at 863
* Initial antenna violation count at 0
* Drc violations at 0
* Final Critical Period at 4.36 ns
* Latency at later pin at 0.26 ns
* CP required at 4.00 ns
* Overall routing resource usage at 0.0423
* YS chip area at 0.00122 mm^2
* Vias in the first global route at 879
* Ys flop type: dfrtp_1
* CTS Hold Buffers Added at 0
* Ys cells at 114
* Comb power frac at 0.124
layout make-up:
| cell class | instances | area [um^2] | area share |
|---|---|---|---|
| Inverter | 8 | 30.0 | 0.0179 |
| Clock buffer | 3 | 41.3 | 0.0247 |
| Clock inverter | 1 | 30.0 | 0.0179 |
| Multi-Input combinational cell | 82 | 661 | 0.395 |
| Tap cell | 105 | 131 | 0.0785 |
| Timing Repair Buffer | 28 | 280 | 0.167 |
| Sequential cell | 20 | 500 | 0.299 |
routing by layer:
layer  GRT usage  up-vias  routed length, um
li1            -      451                  -
met1      0.0616      417               1390
met2      0.0633       27               1080
met3      0.0137        0                157
met4           0        0                  0
met5           0        -                  0
worst register-to-register path, stage by stage (launching register included):
cell,delay (ns)
dfrtp_1,0.40
nand3_1,0.19
nor3_1,0.60
nand3_1,0.19
xnor2_1,0.16
through the flow:
step                      setup WS (ns)  instance area [um^2]   util  std cells
after floorplan                    1.61                  1220      -        114
after global placement            0.667                  1600  0.197        243
after detailed placement          0.647                  1600  0.197        243
after CTS                         0.627                  1670  0.206        247
after global routing              0.535                  1670  0.206        247
final                             0.640                  1670  0.206        247
synth_stat cells, types with 2 or more instances:
master / count / share of area
a21oi_1: 2 / 0.0082
and2_1: 2 / 0.010
and3_1: 2 / 0.010
and4_1: 2 / 0.014
buf_6: 2 / 0.018
dfrtp_1: 20 / 0.41
ha_1: 8 / 0.082
inv_1: 8 / 0.025
mux4_1: 3 / 0.064
mux4_2: 2 / 0.037
nand2_1: 11 / 0.034
nand3_1: 6 / 0.025
nand4_1: 3 / 0.015
nor2_1: 6 / 0.018
nor3_1: 3 / 0.012
o21ai_0: 2 / 0.0082
xnor2_1: 13 / 0.093
xor2_1: 5 / 0.036
power by group through the flow:
stage	registers [mW]	logic, mW	clock network, mW
6_report	0.162	0.0452	0.159
4_1_cts	0.162	0.0461	0.163
5_1_grt	0.162	0.0506	0.172
cell families (layout without fill, tap and decap cells):
logic type / count (synthesis) / after routing
simple gates: 40 / 40
mux: 6 / 6
flops: 20 / 20
buf+inv: 12 / 40
xor+xnor: 18 / 18
compound gates: 10 / 10
fa+ha+maj: 8 / 8
worst min-delay path by stage:
stage	startpoint	endpoint	slack (ns)	cells after the start
CTS	clkdiv[0]$_DFF_PP0_	clkdiv[0]$_DFF_PP0_	0.46	1
global route	clkdiv[0]$_DFF_PP0_	clkdiv[0]$_DFF_PP0_	0.47	1
finish	clkdiv[0]$_DFF_PP0_	clkdiv[0]$_DFF_PP0_	0.46	1
No activity file was given, so power comes from the tool's default toggle rates.
