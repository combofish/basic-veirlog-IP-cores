==> /design/flow/design.v <==
`timescale 1ns / 1ps
module Bin8Bcd10(
    input wire [7:0] b,
output reg [9:0] led
);
reg [17:0] z;
integer i;
always @ (*) begin
    for(i=0;i<=17;i=i+1)
        z[i] = 0;
    z[10:3] = b;
    repeat(5) begin
        if(z[11:8] > 4)
            z[11:8] = z[11:8] + 3;
        if(z[15:12] > 4)
            z[15:12] = z[15:12] + 3;
        z[17:1] = z[16:0];
    end
led = z[17:8];
end 
endmodule
==> /design/flow/run.sh <==
#!/bin/bash
# OpenROAD 26Q1-2900-gdf79404cd8, Yosys 0.63+post, stock flow scripts
make -C /OpenROAD-flow-scripts/flow DESIGN_CONFIG=/design/flow/config.mk WORK_HOME=/design/flow/orfs finish
==> /design/flow/config.mk <==
export PLATFORM = sky130hd
export DESIGN_NAME = Bin8Bcd10
export DESIGN_NICKNAME = Bin8Bcd10
export VERILOG_FILES = /design/flow/design.v
export SDC_FILE = /design/flow/constraint.sdc
export NUM_CORES = 4
export LEC_CHECK = 1
export CORE_AREA = 10 10 70 70
export DIE_AREA = 0 0 80 80
==> /design/flow/constraint.sdc <==
current_design Bin8Bcd10

set clk_period 7.3
set clk_io_pct 0.2

create_clock -name clk0 -period $clk_period

set non_clock_inputs [all_inputs -no_clocks]
set_input_delay [expr $clk_period * $clk_io_pct] -clock clk0 $non_clock_inputs
set_output_delay [expr $clk_period * $clk_io_pct] -clock clk0 [all_outputs]
==> changes_impl.md <==
### Physical design

- Unique cell types: around 52
- # rows: 21
- Cell type with the largest total area: ha_1
- Hold path depth: 0
- Core region area: roughly 0.0034 mm²
- Met3 wire length: about 98 µm
- Routability congestion estimate: a little over 0.8
- Vias per cell: 4.83
- Final setup viols: 0
- I/O Buffers: 16
- Outcome: finished clean
- Router iterations before antenna repair: 4
- M1 WL: about 1000 µm
- Width of the die: 80 µm
- Met2 WL: 945 µm
- Min cycle time layout: about 7.0 ns
- Syn_area_per_cell: 7.74 µm²
- Clk pwr share: 0%
- Yosys Chip Area: about 920 µm²
- Drt wl/cell: roughly 11 µm
- Switch share: 43.0%
- OpenROAD warnings: 35
- Nature of the critical path startpoint: input pin
- Comb gate area: 848 µm²
- Max Cap Viol: 0
- Fp util: 27.0%
- Cycle use final: a little over nine tenths
- Ports: 18
- Initial antenna violation count: 0
- Mapped Area: roughly 920 µm²
- GRT Total Usage: between 6 and 7%
- Storage cell area: 0 µm²
- Logic pwr share: ~100%
- Synth top area share: a little under a tenth
- Antenna Nets Post-Route: 0
- WP data arrival: about 5.5 ns
- Vias: 913
- Drt drc: 0
- Headroom to the max-slew limit: between 60% and 70%
- Crit path capture: led[5]
- Least-Margin Pin Slew: between 0.4 and 0.5 ns
- Final hold violations: 0
- Synth cell count leaders: nor2_1 (10), a21oi_1 (9), inv_1 (9)
- Final WS setup: roughly 0.34 ns
- Crit path kind: in -> out
- Highest routed layer: met3
- Slew Limit Fails: 0
- Detailed router's first-iteration violation count: 38
- Worst Path Required: 5.84 ns
- Synth Instances: between 100 and 150
- Peak supply drop: roughly 0.042 mV
- Yosys cell count: roughly 120
- Routed WL: ~2100 µm
- Seq pwr share: 0%
- Area Growth Syn to Fin: 32.5%
- Place WS: -0.110 ns
- Pwr per Cell Area: around 130 mW/mm²
- Crit. Startpoint: b[6]
- Grt total ovfl: 0
- Hold WC Path Type: in -> out
- Internal power: about 0.09 mW
- Pin count of the biggest net entering global routing: 12
- Switching pwr: 0.0679 mW
- Yosys warning count: 1
- Placed cells: 188
- F_max: roughly 0.14 GHz
- Antenna Diode Count: 0
- Detailed Place HPWL: about 1700 µm
- Non-Filler Instances: approximately 190
- P_leak: roughly 0.48 nW
- Layout cell share with drive strength beyond 1: a little under a third
- Seq_cells: 0
- Cell with the most instances after synthesis: nor2_1
- Critical Path End Type: output pin
- Register area share after synthesis: 0%
- Die y size: around 80 µm
- Max FO, Critical Path: 7
- # clk buffers: 0
- Vias in the first global route: just over 800
- First-pass GRT wire length: 3470 µm
- Full die area: 0.00640 mm²
- Top cells by area: ha_1 (9.5%), a21oi_1 (4.9%), o21ai_0 (4.3%)
- Fillers: around 350
-- per-stage QoR --
step | area (µm²) | hold slack, ns | util [%] | power (mW) | setup TNS [ns]
final | 1220 | 2.92 | 35.7 | 0.158 | 0
after global routing | 1220 | 2.92 | 35.7 | 0.173 | -0.0804
after CTS | 1190 | 2.92 | 34.8 | 0.155 | 0
after detailed placement | 1180 | 2.92 | 34.7 | 0.154 | -0.182
after global placement | 1180 | 2.92 | 34.7 | 0.153 | -0.125
after floorplan | 921 | 2.99 | - | 0.0954 | 0
-- area by class of cell --
| class | count | share of cell area (%) |
|---|---|---|
| inverter | 9 | 2.77 |
| multi-input combinational | 102 | 69.5 |
| tap | 46 | 4.72 |
| timing repair buffer | 32 | 23.0 |
-- kinds of logic (layout without fill, tap and decap cells) --
group	Yosys count	count (layout)	share of synthesized area (%)
compound gates	45	45	42.7
xor+xnor	6	6	8.15
fa+ha+maj	7	7	9.51
buf+inv	17	41	10.9
mux	2	2	2.72
simple gates	42	42	26.1
-- worst min path at each step --
stage,start,end,slack [ns]
4_1_cts,b[0],led[0],2.92
5_1_grt,b[0],led[0],2.92
6_report,b[0],led[0],2.92
-- placed cells by master (no fill, tap or decap), types with 2 or more instances in the layout --
cell	Yosys	routed
nor2_1	10	9
a21oi_1	9	9
inv_1	9	9
o21ai_0	8	7
o211ai_1	2	2
nand2b_1	4	4
nand2_1	8	8
o311a_2	2	2
clkdlybuf4s50_1	0	16
nor3_1	5	5
o22ai_1	2	2
nor2_2	1	2
nand2b_4	2	2
xnor2_1	2	2
and2_1	3	3
o311ai_2	2	2
nand3_1	2	2
ha_1	7	5
xnor2_2	2	2
buf_4	3	16
o21ai_1	1	2
-- critical path, cell delays in order --
cell	delay [ns]
clkdlybuf4s50_1	0.42
inv_1	0.09
ha_1	0.19
inv_1	0.08
ha_4	0.20
and2_4	0.14
o311ai_2	0.32
o311a_2	0.27
nor2_2	0.05
o31ai_1	0.23
ha_2	0.26
nor2_1	0.07
o21ai_0	0.19
a221oi_2	0.10
nor2_1	0.19
ha_1	0.21
nor2_1	0.06
a21boi_2	0.18
a21oi_1	0.15
xor2_1	0.16
clkdlybuf4s50_1	0.48
-- what timing repair did --
item | 4_1_cts | 5_1_grt
cloned | 0 | 0
hold buffers | 0 | 0
setup buffers | 0 | 1
gates resized | 1 | 7
setup endpoints to repair | 2 | 5
pin swaps | 0 | 2
-- metal layers --
layer,vias up,GRT usage [%]
met5,-,0
met2,15,10.4
met4,0,0.176
met3,0,0.682
met1,409,8.39
li1,489,-
-- power groups by stage --
| stage | combinational (mW) | clock [mW] | sequential [mW] |
|---|---|---|---|
| final | 0.158 | 0 | 0 |
| after global routing | 0.173 | 0 | 0 |
| after CTS | 0.155 | 0 | 0 |
No activity file was given, so power comes from the tool's default toggle rates.
