[./design.v]
`timescale 1ns / 1ps
module FrequencyDivider (clk, clk1000Hz, clk100Hz, clk10Hz, clk1Hz); 
   input  clk;               
   output reg clk1000Hz;   
   output reg clk100Hz;    
   output reg clk10Hz;     
   output reg clk1Hz;      
   parameter      N1000 = 50_000;           
   parameter      N100 = 50_000_0;           
   parameter      N10 = 50_000_00;           
   parameter      N1 = 50_000_000;          
   reg [31:0] counter1000 = 0, counter100 = 0, counter10 = 0, counter1 = 0;   
   always @(posedge clk)  begin               
      if(counter1000==N1000) begin
         clk1000Hz <= ~clk1000Hz;
         counter1000 <= 32'h0;
      end            
      else 
        counter1000 <= counter1000 + 1;
   end
   always @(posedge clk)  begin               
      if(counter100==N100) begin
         clk100Hz <= ~clk100Hz;
         counter100 <= 32'h0;
      end            
      else 
        counter100 <= counter100 + 1;
   end
   always @(posedge clk)  begin               
      if(counter10==N10) begin
         clk10Hz <= ~clk10Hz;
         counter10 <= 32'h0;
      end            
      else 
        counter10 <= counter10 + 1;
   end
   always @(posedge clk)  begin               
      if(counter1==N1) begin
         clk1Hz <= ~clk1Hz;
         counter1 <= 32'h0;
      end            
      else 
        counter1 <= counter1 + 1;
   end
endmodule
[./run.sh]
#!/bin/bash
# OpenROAD 26Q1-2900-gdf79404cd8, Yosys 0.63+post, stock flow scripts
make -C /OpenROAD-flow-scripts/flow DESIGN_CONFIG=/design/flow/config.mk WORK_HOME=/design/flow/orfs finish
[./config.mk]
export PLATFORM = sky130hd
export DESIGN_NAME = FrequencyDivider
export DESIGN_NICKNAME = FrequencyDivider
export VERILOG_FILES = /design/flow/design.v
export SDC_FILE = /design/flow/constraint.sdc
export NUM_CORES = 4
export LEC_CHECK = 1
export CORE_UTILIZATION = 40
[./constraint.sdc]
current_design FrequencyDivider

set clk_period 7.1
set clk_io_pct 0.2

create_clock -name clk0 -period $clk_period [get_ports {clk}]

set non_clock_inputs [all_inputs -no_clocks]
set_input_delay [expr $clk_period * $clk_io_pct] -clock clk0 $non_clock_inputs
set_output_delay [expr $clk_period * $clk_io_pct] -clock clk0 [all_outputs]
==> flow.log <==
[flow] final metrics
INFO  metric status = complete, no violations
INFO  metric drive_gt1_share = 8.213%
INFO  metric critical_path.n_buffers_inverters = 1
INFO  metric final_critical_path_setup_slack = 4.474 ns
INFO  metric track_usage = 14.64%
INFO  metric finalHoldViolations = 0
INFO  metric worst_path_dominant_cell_family = buffers and inverters
INFO  metric syn_to_final_growth = 15.99%
INFO  metric floorplanUtilization = 40.91%
INFO  metric grt.met2_usage = 21.93%
INFO  metric postSynth.topFlopCell = dfxtp_1
INFO  metric clock_sinks = 132
INFO  metric cp_cell_sequence = clkdlybuf4s50_1
INFO  metric number_of_buffers_on_the_longest_clock_path = 2
INFO  metric global_route_wire_length_before_repair = 17,220 µm
INFO  metric holdBufCountCts = 0
INFO  metric pwr_density_cell = 256.5 nW/µm²
INFO  metric worstPathRequired = 5.68 ns
INFO  metric synth-area-yosys = 5657 µm²
INFO  metric post_detailed_placement_half_perimeter_wirelength = 6584 µm
INFO  metric resized_after_cts = 0
INFO  metric synthesis.area = 5657 µm²
INFO  metric fp.dieArea = 14,620 µm²
INFO  metric clock_latency = 0.41 ns
INFO  metric dieWidth = 120.9 µm
INFO  metric fmax = 0.3808 GHz
INFO  metric fin_crit = 2.626 ns
INFO  metric synthArstFlopShare = 0%
INFO  metric ys_types = 42
INFO  metric tritoncts = done
INFO  metric grt_busiest_layer = met1
INFO  metric setup_tns = 0 ns
INFO  metric worst_ep_arrival_time = 1.21 ns
INFO  metric setup-violations-final = 0
INFO  metric clock_tree.root_cell = clkbuf_16
INFO  metric place_inst = 770
INFO  metric design_area = 6561 µm²
INFO  metric synth_sequential_area_ratio = 47.42%
INFO  metric drcViolationCount = 0
INFO  metric dpl_worst_slack = 4.727 ns
INFO  metric routabilityCongestion = 0.8381
INFO  metric route.vias.total = 4,065
INFO  metric diodes = 0
INFO  metric via_per_inst = 5.075
INFO  metric timing.hold.ws = 0.4531 ns
INFO  metric globalRoute.totalOverflow = 0
INFO  metric fin_worst_skew = 0.006826 ns
INFO  metric grt_max_degree = 17
INFO  metric syn_avg_cell_area = 9.637 µm²
INFO  metric cpMaxStageDelayCell = clkdlybuf4s50_1
INFO  metric leakage = 2.383 nW
INFO  metric drtPass1Iterations = 4
INFO  metric top_level_ports = 5
INFO  metric layout_top_cell = dfxtp_1
INFO  metric routed_wl = 9778 µm
INFO  metric lay_top_cells = dfxtp_1 (128), xnor2_1 (76), nor2_1 (66)
INFO  metric post-layout-total-power = 1.683 mW
INFO  metric slew_headroom = 49.47%
INFO  metric netlist_instances = 587
INFO  metric grt_setup_unrepaired = false
INFO  metric ys.warnings.count = 1
INFO  metric die_h = 120.9 µm
INFO  metric routed_wire_length_per_instance = 12.21 µm
INFO  metric met3_usage = 3.503%
INFO  metric post_cts_setup_buffer_count = 0
INFO  metric vdd_drop_max = 0.0001744 V
INFO  metric synth.ff_latch_count = 132
INFO  metric warning_count = 29
INFO  metric cp_max_fo = 2
INFO  metric core_area = 13,830 µm²
INFO  metric category_of_the_worst_setup_path_capture_point = output pin
INFO  metric use_met1 = 22.64%
INFO  metric slew_violations = 0
INFO  metric worst_hold_path_type = flip-flop to flip-flop
INFO  metric fin_cells = 801
INFO  metric cts_max_level = 4
INFO  metric number_of_nets_with_antenna_violations_after_detailed_routing = 0
INFO  metric drv_cap = 0
INFO  metric dpl-instance-area = 5931 µm²
INFO  metric max_slew.worst_pin.slew = 0.7551 ns
INFO  metric critical_path.max_stage_delay = 0.46 ns
INFO  metric clkTransAtPathRegs = 0.06 ns
INFO  metric critical_path.startpoint_type = flip-flop
INFO  metric criticalPathCategory = flip-flop to output pin
INFO  metric layout.core_utilization = 47.45%
INFO  metric drt-initial-drc-count = 252
INFO  metric tritoncts.num_buffers = 17
INFO  metric cell_total_in_the_yosys_stat_output = 587
INFO  metric min_period_over_period = 36.99%
INFO  metric initial_antenna_violation_count = 0
INFO  metric rows = 43
INFO  metric first_global_vias = 3,782
INFO  metric count_of_library_flops_with_an_enable_pin = 4
INFO  metric port-buffer-count = 4
==> flip-flops by register name (all words and copies together), names as in the netlist <==
register / count
counter1: 32
clk100Hz: 1
counter1000: 32
counter100: 32
counter10: 32
clk1Hz: 1
clk1000Hz: 1
clk10Hz: 1
==> final timing paths <==
kind,startpoint,cells after the start,to,slack (ns)
worst max register to register,counter1[0],6,clk1Hz,4.76
worst max-delay path,clk1000Hz,1,clk1000Hz,4.47
worst min register to register,counter1[31],1,counter1[31],0.45
worst min-delay path,counter1[31],1,counter1[31],0.45
==> cell usage after synthesis (2+ instances only) <==
cell type | n | area share (%)
and2_1 | 6 | 0.66
nor4_4 | 3 | 1.1
nor4b_1 | 6 | 0.93
nand4_1 | 34 | 3.8
nand3_1 | 46 | 4.1
or2_2 | 2 | 0.22
xnor2_1 | 76 | 12
xor2_1 | 40 | 6.2
inv_1 | 24 | 1.6
nand4_4 | 3 | 1.1
ha_1 | 8 | 1.8
nor4_1 | 20 | 2.2
edfxtp_1 | 4 | 2.1
nor3_1 | 16 | 1.4
and4_1 | 11 | 1.7
nor2_1 | 66 | 4.4
nor2_2 | 3 | 0.33
nor2b_1 | 4 | 0.44
dfxtp_1 | 128 | 45
clkbuf_1 | 2 | 0.13
nor3_2 | 2 | 0.35
or4_1 | 2 | 0.27
nand2_1 | 43 | 2.9
and3_1 | 17 | 1.9
or3_1 | 4 | 0.44
==> area by class of cell <==
cell class | instances | area [µm²]
clock buffer | 21 | 450.4
multi-input combinational | 427 | 2870
inverter | 24 | 90.09
sequential | 132 | 2683
timing repair buffer | 7 | 62.56
tap | 180 | 225.2
fill | 1209 | 7266
clock inverter | 10 | 180.2
==> metal layers <==
layer	up-vias	share of wire (%)	routed length, µm
met5	-	0	0
met4	0	1.3	127
met3	12	3.5	340
met2	54	43	4212
met1	1900	52	5097
li1	2099	-	-
==> cells by family (layout without fill, tap and decap cells) <==
family | Yosys count | count (layout) | synth area share (%)
multiplexers | 1 | 1 | 0.1770
buffers and inverters | 28 | 62 | 1.947
flip-flops | 132 | 132 | 47.42
AND-OR/OR-AND | 5 | 5 | 0.6194
adder cells (fa/ha/maj) | 8 | 8 | 1.770
XOR/XNOR | 116 | 116 | 17.96
AND/OR/NAND/NOR | 297 | 297 | 30.10
==> power by group <==
group           total, mW  switching (mW)  internal [mW]
registers           0.744               0          0.744
clock network       0.939           0.311          0.628
logic          0.00000100               0              0
total                1.68           0.311           1.37
Power is estimated from default activity; no workload was simulated.
